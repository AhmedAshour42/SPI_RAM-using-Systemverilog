File: config.mk
export PLATFORM = sky130hd
export DESIGN_NAME = slave
export DESIGN_NICKNAME = slave
export VERILOG_FILES = /design/flow/design.v
export SDC_FILE = /design/flow/constraint.sdc
export NUM_CORES = 4
export LEC_CHECK = 1
export CORE_AREA = 10 10 89 89
export DIE_AREA = 0 0 99 99
File: constraint.sdc
current_design slave

set clk_period 3.1
set clk_io_pct 0.2

create_clock -name clk0 -period $clk_period [get_ports {clk}]
create_clock -name clk1 -period $clk_period [get_ports {tx_valid}]

set non_clock_inputs [all_inputs -no_clocks]
set_input_delay [expr $clk_period * $clk_io_pct] -clock clk0 $non_clock_inputs
set_output_delay [expr $clk_period * $clk_io_pct] -clock clk0 [all_outputs]
File: design.v
module slave(MOSI,SS_n,clk,rst_n,tx_valid,tx_data,rx_data,rx_valid,MISO);
	input MOSI,SS_n,clk,rst_n,tx_valid;
	input [7:0] tx_data;
	output reg [9:0] rx_data;
	output reg rx_valid;
	output reg MISO;
	parameter IDLE = 3'b000;
	parameter READ_DATA = 3'b001;
	parameter READ_ADD = 3'b010;
	parameter CHK_CMD = 3'b011;
	parameter WRITE = 3'b100;
	reg [2:0] cs,ns;
	reg start_to_give,start_to_take;
	reg [7:0] temp;
	reg rd_addr_received;
	reg [5:0] i;
	reg [5:0] j;
	always@(posedge clk or negedge rst_n)	begin
		if(~rst_n)	begin
			cs <= IDLE ;
		end
		else	begin
			cs <= ns ;
		end
	end
	always@(cs,SS_n,MOSI)	begin
		case(cs)
			IDLE:
				if(SS_n)		begin
					ns <= IDLE ;
				end
				else	begin
					ns <= CHK_CMD ;
				end
			READ_DATA:
				if(~SS_n)	begin
					ns <= READ_DATA ;
				end
				else	begin
					ns <= IDLE ;
				end
			READ_ADD:
				if(~SS_n)	begin
					ns <= READ_ADD ;
				end
				else	begin
					ns <= IDLE ;
				end
			CHK_CMD:
				if( (~SS_n) && (MOSI == 1) && rd_addr_received )	begin
					ns <= READ_DATA ;
				end
				else if( (~SS_n) && (MOSI == 1) )	begin
					ns <= READ_ADD ;
				end
				else if ( (~SS_n) && (MOSI == 0) )	begin
					ns <= WRITE ;
				end
				else if (SS_n)	begin
					ns <= IDLE ;
				end
			WRITE:
				if(~SS_n)	begin
					ns <= WRITE ;
				end
				else	begin
					ns <= IDLE ;
				end
			default: ns <= IDLE;
		endcase
	end
	always@ (posedge tx_valid or negedge rst_n)begin
		if (!rst_n) begin
			start_to_take <=0;
			temp <= 0;
		end
		else begin
			start_to_take <=1;
			temp <= tx_data;
		end
	end
	always@(posedge clk)	begin
		if (!rst_n) begin
			MISO<=0;
		    i <= 0 ;
			j <= 7;
			rx_data <= 0;
			rx_valid <= 0;
		end
		else begin 
			case (cs)
		    	IDLE:begin
		    		if (!start_to_take) begin
						MISO<=0;
						j <= 7;
					end
		    		i <= 0 ;
					rx_data <= 0;
					rx_valid <= 0;
		    	end
		    	CHK_CMD:begin
		    	    start_to_give <= 1;
		    	    i <= 0 ;
		   		end
			    WRITE:begin
			    	if (start_to_give ==1)	begin
						rx_data <= {rx_data[8:0],MOSI};
						if (i==9) begin
							i<=0;
							start_to_give <= 0;
							if ( (rx_data[8]==1'b0) && (!SS_n)) begin
								rx_valid <=1;
							end
						end
						else  begin
							i <= i + 1 ;
							rx_valid <= 0;
						end
					end
					else begin
						rx_valid <=0;
					end
		    	end
	    		READ_ADD:begin
	    			if (start_to_give ==1)	begin
						rx_data <= {rx_data[8:0],MOSI};
						if (i==9) begin
							i<=0;
							start_to_give <= 0;
							if ( (rx_data[8:7]==2'b10) && (!SS_n) ) begin
								rx_valid <=1;
								rd_addr_received<=1;
							end
						end
						else  begin
							i <= i + 1 ;
							rx_valid <= 0;
						end
					end
					else begin
						rx_valid <=0;
					end
	   	 		end
	    		READ_DATA:begin
	    			if (start_to_give ==1)	begin
						rx_data <= {rx_data[8:0],MOSI};
						if (i==9) begin
							i<=0;
							start_to_give <= 0;
							if ( (rx_data[8:7]==2'b11) && (!SS_n) ) begin
								rx_valid <=1;
								rd_addr_received<=0;
							end
						end
						else  begin
							i <= i + 1 ;
							rx_valid <= 0;
						end
					end
					else begin
						rx_valid <=0;
					end
	    		end
			endcase
		end
	end
	always @(posedge clk)	begin
		if (start_to_take==1) begin
			MISO <= temp[7];
			temp <= {temp[6:0],1'b0};
			if (j == 0)	begin
				start_to_take <= 0 ;
				j <= 7;
			end
			else begin
				j <= j - 1 ;
			end
		end
	end
endmodule
File: run.sh
#!/bin/bash
# OpenROAD 26Q1-2900-gdf79404cd8, Yosys 0.63+post, stock flow scripts
make -C /OpenROAD-flow-scripts/flow DESIGN_CONFIG=/design/flow/config.mk WORK_HOME=/design/flow/orfs finish
==> impl_metrics.ini <==
; physical design summary
[die]
core_mm2 = 0.00599
die_h_um = 99
io_pins = 25
fp_util = 0.222
die_width_um = 99
dieArea_mm2 = 0.00980
rows = 28

[clocking]
cts_tree = built
clockBufferDepth = 2
cts_made_buffers = 3
holdBufCountCts = 0
path_clk_slew_ns = 0.08
h-tree-depth = 1
cts_root_buffer = clkbuf_8
cts_resized = 0
cts_setup_buffers = 0

[setup_path]
crit_path_end = i[2]
r2r_setup_slack_ns = 1.17
timing.rr.start = cs[1]
path_class = reg -> reg
worstReg2RegEnd = i[2]
worstPathRequired_ns = 3.26
arrival_ns = 2.09
critPathLaunchType = register
r2r_cells = 5
cp_max_fo = 18
cp-startpoint = cs[1]
endpoint_kind = register

[synthesis]
area_leaders = dfxtp_1 26%, nor2b_1 13%, mux2i_1 8.3%
synth.distinct_cells = 43
top_area_cell = dfxtp_1
synth-async-reset-ratio = 0.120
ys_chip_area_mm2 = 0.00133
flop_cell = dfxtp_1
synth_flop_count = 25
yosysWarnings = 18
netlist_instances = 136
synthesis.area_mm2 = 0.00133
edf_count = 2
avgSynthCellArea_um2 = 9.78
top_cell_area_share = 0.256
yosys-stat-cells = 136

[timing]
slew_headroom = 0.550
finalSetupTns_ns = 0
hold_viol = 0
fin_skew_ns = 0.00477
worst_pin_slew_ns = 0.661
slew_violations = 0
setup_viol = 0
unclocked_pins = 3
grt_setup_unrepaired = false
untimed_endpoints = 3

[power_and_ir_drop]
irDropWorstVdd_v = 0.000230
power_density_mw_per_mm2 = 347
leakage_nw = 0.612
p_total_uw = 549

[global_routing]
antenna_found_initial = 0
grtUsageTotal = 0.0510
first_global_vias = 907
grt_max_degree = 19
grt_overflow_total = 0
grt_pass1_wl_um = 4330

[place]
place_hpwl_um = 1720
placed_cells = 223
port_buffers = 14
gp_congestion = 0.753

[routing]
wl_per_cell_um = 11.1
diodes = 0
avgViaCountPerCell = 4.07
drtPass1Iterations = 4
ant_nets = 0
drt_iter0_drc = 23
wl_um = 2510
via_count = 925
drc = 0

[layout]
final_cell_count_no_fill = 227
nFillCells = 613
drive_gt1_frac = 0.125
final_cell_mix = 27 x nor2b_1, 17 x dfxtp_1, 14 x clkdlybuf4s50_1
final_core_util = 0.265
area_growth_pct = 19.2
lay_top_count = nor2b_1

[flow_run]
cap_violations = 0
warning_count = 36

[worst_hold_path]
hp-class = reg -> reg

[run_status]
outcome = completed
[stage by stage]
| step | instance area (µm²) | hold WS [ns] | worst slack (ns) |
|---|---|---|---|
| CTS | 1590 | 0.501 | 1.15 |
| finish | 1590 | 0.494 | 1.17 |
| global placement | 1530 | 0.469 | 1.14 |
| floorplan | 1340 | 0.324 | 1.56 |
| global route | 1590 | 0.515 | 1.03 |
| detailed placement | 1530 | 0.481 | 1.15 |
[worst max-delay path: stages, from the launching register on]
cell	delay (ns)
dfrtp_1	0.56
xor2_2	0.26
mux2i_4	0.56
nor3_4	0.13
a221oi_2	0.24
nor2b_1	0.06
[cell families after synthesis]
family,after synthesis,synth area share
and+or+nand+nor,64,0.290
DFF,22,0.357
AOI/OAI and AO/OA,18,0.109
muxes,12,0.0997
buffers and inverters,10,0.0536
adders and majority gates,4,0.0348
latches,3,0.0339
xor gates and xnor gates,2,0.0188
other,1,0.00282
[worst min-delay path by stage]
| stage | cells past startpoint | from | to | slack, ns |
|---|---|---|---|---|
| 6_report | 2 | rx_valid | rx_valid | 0.49 |
| 5_1_grt | 2 | rx_valid | rx_valid | 0.51 |
| 4_1_cts | 2 | rx_valid | rx_valid | 0.50 |
[final cells by class]
class	instances	area [µm²]	share of cell area
well taps	75	93.8	0.0592
inverters	3	11.3	0.00710
clock buffers	4	55.1	0.0347
flip-flops and latches	25	520	0.328
repair buffers	16	155	0.0979
multi-input cells	104	749	0.473
[registers in the layout (all words and copies together), names as in the netlist]
| register | cells |
|---|---|
| rx_valid | 1 |
| rd_addr_received | 1 |
| ns | 3 |
| cs | 3 |
| rx_data | 10 |
| i | 6 |
| start_to_give | 1 |
[report_power, final]
part / switching, mW / internal [mW] / total [mW]
Clock: 0.0953 / 0.113 / 0.209
Combinational: 0.0215 / 0.0207 / 0.0422
Sequential: 0.00629 / 0.292 / 0.299
Total: 0.123 / 0.426 / 0.549
[per-layer routing]
metal | global-route usage | up-vias | routed length (µm)
li1 | - | 485 | -
met1 | 0.0687 | 424 | 1160
met2 | 0.0757 | 14 | 1130
met3 | 0.0218 | 2 | 192
met4 | 0.00772 | 0 | 24
met5 | 0 | - | 0
[Yosys cell counts, types with 3 or more instances]
cell type and count:
nor2b_1 27, dfrtp_1 3, nand2_1 10, buf_6 3, buf_4 3, mux2i_1 11, dlxtn_1 3, nand3_1 5
o21ai_1 3, inv_1 3, dfxtp_1 17, a21oi_1 3, nor2_1 8
